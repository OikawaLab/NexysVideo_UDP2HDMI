--- flow/design.v ---
module SyncGEN # (
    parameter	H_FRONT	=	16,
    parameter	H_SYNC	=	96,
    parameter	H_BACK	=	48,
    parameter	H_ACT	=	640,
    parameter	H_TOTAL	=	H_FRONT+H_SYNC+H_BACK+H_ACT,
    parameter	V_FRONT	=	10,
    parameter	V_SYNC	=	2,
    parameter	V_BACK	=	33,
    parameter	V_ACT	=	480,
    parameter	V_TOTAL	=	V_FRONT+V_SYNC+V_BACK+V_ACT
)(
    VGA_CLK,
    RESET,
    HS_cnt_o,
    VS_cnt_o,
    VGA_HS,
    VGA_VS,
    VDE_o
);
input       VGA_CLK;
input       RESET;
output [10:0] HS_cnt_o;
output [10:0] VS_cnt_o;
output reg  VGA_HS;
output reg  VGA_VS;
output reg  VDE_o;
reg [10:0] HS_cnt;
reg [10:0] VS_cnt;
assign HS_cnt_o	= HS_cnt;
assign VS_cnt_o	= VS_cnt;
always_ff @(posedge VGA_CLK)begin
	if(RESET)begin
		HS_cnt <= 11'b0;
	end
	else if(HS_cnt<H_TOTAL-1)begin
		HS_cnt <= HS_cnt + 11'b1;
	end
	else begin
		HS_cnt <= 11'b0;
	end
end
always_ff @(posedge VGA_CLK)begin
	if(RESET)begin
		VGA_HS <= 1;
	end
	else if(HS_cnt==H_ACT+H_FRONT-1)begin
		VGA_HS <= 0;
	end
	else if(HS_cnt==H_ACT+H_FRONT+H_SYNC) begin
		VGA_HS <= 1;
	end
end
always_ff @(posedge VGA_CLK)begin
	if(RESET)begin
		VS_cnt <= 11'b0;
	end
    else if(HS_cnt==H_ACT+H_FRONT-1)begin
        if(VS_cnt<V_TOTAL-1)begin
            VS_cnt <= VS_cnt + 11'b1;
        end
        else begin
            VS_cnt <= 11'b0;
	    end
    end
end
always_ff @(posedge VGA_CLK)begin
	if(RESET)begin
		VGA_VS <= 1;
	end
	else if(HS_cnt==H_ACT+H_FRONT-1)begin
	   if(VS_cnt==V_ACT+V_FRONT-1)begin
	       VGA_VS <= 0;
	   end
	   else if(VS_cnt==V_ACT+V_FRONT+V_SYNC-1)begin
	       VGA_VS <= 1;
	   end
    end
end
always_ff @(posedge VGA_CLK)begin
    if(RESET)begin
        VDE_o <= 1'b0;
    end
    else if(HS_cnt<H_ACT&&VS_cnt<V_ACT)begin
        VDE_o <= 1'b1;
    end
    else begin
        VDE_o <= 1'b0;
    end
end
endmodule
--- flow/run.sh ---
#!/bin/bash
# OpenROAD 26Q1-2900-gdf79404cd8, Yosys 0.63+post, stock flow scripts
make -C /OpenROAD-flow-scripts/flow DESIGN_CONFIG=/design/flow/config.mk WORK_HOME=/design/flow/orfs finish
--- flow/config.mk ---
export PLATFORM = sky130hd
export DESIGN_NAME = SyncGEN
export DESIGN_NICKNAME = SyncGEN
export VERILOG_FILES = /design/flow/design.v
export SDC_FILE = /design/flow/constraint.sdc
export NUM_CORES = 4
export LEC_CHECK = 1
export CORE_AREA = 10 10 90 90
export DIE_AREA = 0 0 100 100
--- flow/constraint.sdc ---
current_design SyncGEN

set clk_period 4.1
set clk_io_pct 0.2

create_clock -name clk0 -period $clk_period [get_ports {VGA_CLK}]

set non_clock_inputs [all_inputs -no_clocks]
set_input_delay [expr $clk_period * $clk_io_pct] -clock clk0 $non_clock_inputs
set_output_delay [expr $clk_period * $clk_io_pct] -clock clk0 [all_outputs]
==> summary.txt <==
first-pass GRT wire length: 5060 um
critical path class: input pin to flip-flop
crit path DAT: 2290 ps
Yosys warnings: 1
DR WL/cell: 12.4 um
Clk pin slew, worst setup/hold paths: 90 ps
first-pass detailed-route iteration total: 4
crit end category: flip-flop
worst skew pair latency: 270 ps
peak supply drop: 104 uV
core area: 6280 sq um
Max Root-Sink Buffers: 2
IO buf count: 26
RSZ-0062 raised after global routing: false
Row Count: 29
vias: 1110
fin crit share: 52.5%
Clock Sinks: 25
Post-Route Utilization: 26.0%
LEAKAGE: 0.000525 uW
Critical Path Source Type: input pin
top achievable clock speed: 465 MHz
via count of the first global-routing pass: 1012
Worst Tran Pin Value: 684 ps
CP Max Fanout: 18
clk root buf: clkbuf_8
RD Place Congestion: 0.818
leading area contributor after synthesis: dfxtp_1
met3 Resource Use GR: 2.36%
CP required: 4240 ps
OpenROAD warning count: 27
FP Core Util: 19.8%
CTS H-Tree Depth: 1
Ant. Diodes: 0
placed cell areas: 1580 sq um
Yosys Instances: 145
Final Skew: 7.71 ps
DRC viols: 0
initial antenna violation count: 0
placed cell count: 243
fillers: 670
Most Crowded Layer GR: met2
Rel. slew slack: 54.1%
Die Y: 100 um
Routed WL: 3050 um
post-route ant nets: 0
PwrDens: 261 nW/um^2
post-CTS setup buffer count: 0
status: finished clean
top cells, area: dfxtp_1, nor2_1, ha_1, nand3_1, xor2_1
# setup viols final: 0
GRT Util Overall: 6.07%
Logic cell area: 701 sq um
hold buffers post-CTS: 0
Mapped Cells: 145
Hold Crit Class: flip-flop to flip-flop
min Tclk post-route: 2150 ps
global route total overflow: 0
Die Span X: 100 um
PostCTS Resize Cnt: 0
Hold Violations, Final: 0
non-filler cells in the finished layout: 247
largest net degree at the start of global routing: 19
Syn Area/Cell: 8.59 sq um
synthesis area per yosys: 1240 sq um
Netlist cell types: 38
Vias/cell: 4.49
Syn Std Cell Area: 1240 sq um
Layout area overhead: 30.9%
Top cell area share: 40.2%
Synth Seq Share: 40.2%
ys flops: 25
met1 Resource Use GR: 8.03%
Boundary Pins: 27
share of layout cells above drive strength 1: 5.88%
max capacitance violation total: 0
post-DP HPWL: 2310 um
Slew Viols, Final: 0
Tot Pwr: 425 uW
Setup TNS: 0 ps
drt initial violations: 74
Inserted Clock Buffers: 3
Reg area: 500 sq um
Die Area: 10000 sq um
CTS tree: built
met2 GRT Util: 9.36%
post-route cell area: 1630 sq um
==> Yosys cell counts <==
library cell,n
and3_1,3
xnor2_1,3
or4b_4,1
nand2b_1,1
o32ai_1,2
a31oi_1,6
nor4_1,1
xor2_1,5
nor2_4,1
o21ai_1,1
o21ai_0,3
a311oi_1,1
dfxtp_1,25
a2111oi_0,1
and4_1,3
nand3b_1,4
nor2_1,17
ha_1,4
a21oi_1,7
clkbuf_1,3
nor4_4,1
a41oi_1,1
nor2b_1,2
nor3_4,1
buf_2,2
or3b_1,1
or3_1,5
nand2_1,11
nor4b_1,1
nand4b_1,2
inv_1,6
conb_1,1
or2_2,1
nor3_1,4
nand3_1,9
a31o_2,1
o21bai_1,1
nand4_1,3
==> report_power, final <==
| part | total, uW | switching (uW) | internal [uW] | leakage, uW |
|---|---|---|---|---|
| clock | 148 | 78.7 | 68.8 | 0.0000217 |
| sequential | 255 | 7.41 | 247 | 0.000203 |
| combinational | 22.8 | 8.96 | 13.8 | 0.000300 |
| total | 425 | 95.1 | 330 | 0.000525 |
==> metal layers <==
layer,share of wire [%],vias to the layer above
met3,8.1,2
met2,44,23
li1,-,580
met1,47,505
met4,0.82,0
met5,0,-
==> final cells by class <==
| cell class | instances | share of cell area (%) |
|---|---|---|
| repair buffers | 26 | 16.0 |
| multi-input cells | 109 | 43.0 |
| clock buffers | 3 | 2.53 |
| clock inverters | 1 | 0.461 |
| inverters | 6 | 1.38 |
| flip-flops and latches | 25 | 30.7 |
| well taps | 77 | 5.91 |
==> final timing paths <==
kind	start	to	slack [ps]	cells after the start
max	RESET	HS_cnt[8]$_SDFF_PP0_	1950	4
min	HS_cnt[0]$_SDFF_PP0_	HS_cnt[0]$_SDFF_PP0_	510	1
max reg2reg	HS_cnt[0]$_SDFF_PP0_	VS_cnt[9]$_SDFFE_PP0P_	2180	5
min reg2reg	HS_cnt[0]$_SDFF_PP0_	HS_cnt[0]$_SDFF_PP0_	510	1
==> flip-flops by register name, indices dropped and copies added (netlist names) <==
signal  count
VGA_VS      1
VGA_HS      1
HS_cnt     11
VS_cnt     11
VDE_o       1
==> cells in the final DEF, fill, tap and decap left out, drive strengths merged, types with 2 or more instances in the layout <==
cell           count
clkdlybuf4s50     26
dfxtp             25
nor2              18
nand2             11
nand3              9
a21oi              7
inv                6
a31oi              6
or3                5
xor2               5
nor3               5
nand3b             4
ha                 4
o21ai              4
and4               3
nand4              3
and3               3
xnor2              3
clkbuf             3
nand4b             2
nor2b              2
o32ai              2
nor4               2
==> cells by family after synthesis <==
logic type,Yosys count,synth area share (%)
and+or+nand+nor,72,34.1
DFF,25,40.2
AOI/OAI and AO/OA,24,12.3
buffers and inverters,11,3.52
xor gates and xnor gates,8,5.63
adders and majority gates,4,4.02
other,1,0.301
==> critical path, cell delays in order <==
cell	delay, ps
clkdlybuf4s50_1	870
nor2_1	100
o21ai_1	400
nor2_1	100
==> stage by stage <==
step	hold WS, ps	setup WS (ps)
3_5_place_dp	488	1660
6_report	511	1950
2_1_floorplan	437	2390
5_1_grt	560	1840
4_1_cts	513	1950
3_3_place_gp	486	1650
Power is estimated from default activity; no workload was simulated.
