$ cat run.sh
#!/bin/bash
# OpenROAD 26Q1-2900-gdf79404cd8, Yosys 0.63+post, stock flow scripts
make -C /OpenROAD-flow-scripts/flow DESIGN_CONFIG=/design/flow/config.mk WORK_HOME=/design/flow/orfs finish
$ cat config.mk
export PLATFORM = sky130hd
export DESIGN_NAME = CRC_ge
export DESIGN_NICKNAME = CRC_ge
export VERILOG_FILES = /design/flow/design.v
export SDC_FILE = /design/flow/constraint.sdc
export NUM_CORES = 4
export LEC_CHECK = 1
export CORE_AREA = 10 10 113 113
export DIE_AREA = 0 0 123 123
$ cat constraint.sdc
current_design CRC_ge

set clk_period 3.8
set clk_io_pct 0.2

create_clock -name clk0 -period $clk_period [get_ports {CLK}]

set non_clock_inputs [all_inputs -no_clocks]
set_input_delay [expr $clk_period * $clk_io_pct] -clock clk0 $non_clock_inputs
set_output_delay [expr $clk_period * $clk_io_pct] -clock clk0 [all_outputs]
$ cat design.v
`timescale 1ns / 1ps
module CRC_ge(
    input [7:0] d,
    input CLK,
    input reset,
    input flg,
    output reg [31:0] CRC
    );
    reg overflow=0;
    parameter Gx = 32'h04_C1_1D_B7;
    integer i = 0;
    reg [31:0] CRC_0;
    reg [31:0] CRC_1;
    always_comb begin
            CRC_1 = CRC;
            for (i=0;i<4'd8;i=i+1)begin
                CRC_0 = CRC_1 << 1;
                CRC_1[0] = d[i];
                if(CRC_1[31] ^ d[i])begin
                    CRC_1 = CRC_0 ^ Gx;
                end else begin
                    CRC_1 = CRC_0;
                end
            end
    end   
   always_ff @(posedge CLK)begin
      if(reset == 0) CRC <= 32'hFF_FF_FF_FF;
      else if(flg==1) CRC <= CRC_1; 
   end
endmodule
==> results.json <==
{
  "outcome": "complete, no violations",
  "synth.avg_cell_area_um2": 12.1,
  "place_area_um2": 2670,
  "antenna_found_initial": 0,
  "leakage_nw": 1.14,
  "required_ns": 4.02,
  "numCtsBuffers": 5,
  "dieArea_um2": 15100,
  "fin_worst_skew_ns": 0.00382,
  "num-fill-cells": 1068,
  "area_growth_pct": 32.0,
  "htree_num_levels": 2,
  "synth-simple-area-share_pct": 5.32,
  "clock.latency.late_pin_ns": 0.29,
  "lay_top_cells": "clkdlybuf4s50_1 (42), dfxtp_1 (32), xnor2_1 (17)",
  "num_rows": 37,
  "ys_types": 20,
  "ys_chip_area_um2": 2090,
  "r2r-end": "CRC[12]",
  "core_area_um2": 10300,
  "largest_register_ff_count": 32,
  "worstHoldStart": "CRC[19]",
  "die_width_um": 123,
  "antennaDiodeCount": 0,
  "viasPerCell": 3.84,
  "tool_warnings": 25,
  "largestRegisters": "CRC x32",
  "grt_pass1_vias": 1383,
  "route.vias.total": 1355,
  "firstDrtPassIters": 4,
  "fin_crit_ns": 2.40,
  "cts_tree": "yes",
  "clkSinkCount": 32,
  "cp.arrival_ns": 2.62,
  "grt_setup_unrepaired": "false",
  "clkTransAtPathRegs_ns": 0.07,
  "holdPathEnd": "CRC[19]",
  "setup_violations": 0,
  "seq_area_um2": 641,
  "max_cap_viol_count": 0,
  "cts_setup_buffers": 0,
  "port_buffers": 42,
  "antenna_left": 0,
  "ys_warn_count": 1,
  "track_usage_pct": 6.69,
  "post_cts_resized": 0,
  "topCombFamilyByArea": "XOR/XNOR gates",
  "synth_area_um2": 2090,
  "finalCritPeriodShare_pct": 63.2,
  "synthCells": 173,
  "grt_max_degree": 22,
  "lay_top_count": "clkdlybuf4s50_1",
  "startpoint_type": "primary input",
  "area_leaders": "dfxtp_1 (31%), xnor3_1 (14%), xnor2_4 (11%)",
  "drtIter0Drc": 70,
  "drc_errors": 0,
  "yosysCellCount": 173,
  "cp-end-kind": "flip-flop",
  "crit_type": "in -> reg",
  "synthXorXnorAreaFrac_pct": 49.2,
  "ys_sh_adder_pct": 0,
  "place_hpwl_mm": 3.90,
  "max_slew_margin_pct": 49.9,
  "synthAoiAreaFrac_pct": 13.1,
  "reg2reg_slack_ns": 1.97,
  "worst_pin_slew_ns": 0.749,
  "crit_path_max_fanout": 8,
  "drv_slew": 0,
  "routed_wl_mm": 5.02,
  "stdcell_area_um2": 2760,
  "min_path_cells": 2,
  "overflow": 0,
  "clk_path_buf_depth": 2,
  "chipHeight_um": 123,
  "ys.flops": 32,
  "cts_hold_buf": 0,
  "setup_tns_ns": 0,
  "synth_top_area_share_pct": 30.6,
  "comb_area_um2": 1420,
  "r2r.worst_path.cells": 4,
  "fp-utilization_pct": 20.3,
  "hold_violations": 0,
  "ys_sh_mux_pct": 0,
  "fmax_mhz": 417,
  "root_buffer": "clkbuf_8",
  "wire_per_inst_um": 14.2,
  "yosysTopAreaCell": "dfxtp_1",
  "layout-drive-gt1-share_pct": 12.4,
  "regMostFlops": "CRC",
  "yosysSeqAreaShare_pct": 30.6,
  "ios": 43,
  "vdd_drop_max_mv": 0.262,
  "p_per_area_nw_per_um2": 885,
  "hold_path_class": "reg -> reg",
  "grt_first_pass_wirelength_mm": 7.82,
  "place.gp.congestion": 0.834,
  "r2r-start": "CRC[28]"
}
power by group:
group	internal (W)	switching, W
Sequential	0.000456	0.000137
Combinational	0.00104	0.000537
Clock	0.000148	0.000128
Total	0.00164	0.000802
metal layers:
layer / part of all wire [%] / vias to the layer above / GRT usage, %
met5: 0 / - / 0
met4: 1.1 / 0 / 0.582
met3: 7.4 / 6 / 2.50
met2: 47 / 27 / 10.9
met1: 44 / 641 / 8.70
li1: - / 681 / -
area by class of cell:
cell class,count,area share [%]
clock buffer,8,3.26
inverter,1,0.136
multi-input combinational,131,51.2
sequential,32,23.2
tap,136,6.16
timing repair buffer,45,16.0
synth_stat cells:
cell type and number:
dfxtp_1 32, xnor2_1 17, nand2_1 15, o211ai_1 15
nor2_1 13, xnor3_1 13, xor2_1 10, clkbuf_1 9
a21boi_0 8, o21ai_0 8, xnor2_4 8, xnor2_2 6
xor3_1 5, a22oi_1 4, o21ai_1 4, xnor3_2 2
a22oi_2 1, and2_1 1, inv_1 1, xor2_2 1
worst max-delay path, stage by stage:
cell and delay, ns:
clkdlybuf4s50_1 0.48, xnor2_4 0.45, xnor3_2 0.47, xnor3_1 0.35, o21ai_1 0.11
through the flow:
step / cells / hold WS (ns) / power [W] / util (%) / setup slack [ns]
global route: 353 / 0.540 / 0.00261 / 26.8 / 1.30
detailed placement: 345 / 0.511 / 0.00220 / 25.9 / 1.09
floorplan: 173 / 0.451 / 0.00175 / - / 1.75
finish: 353 / 0.514 / 0.00245 / 26.8 / 1.40
global placement: 345 / 0.503 / 0.00219 / 25.9 / 1.12
CTS: 353 / 0.520 / 0.00248 / 26.8 / 1.39
worst max path at each step:
stage         slack, ns  start      end
global route       1.30   d[3]  CRC[12]
finish             1.40   d[3]  CRC[12]
CTS                1.39   d[3]  CRC[12]
kinds of logic (layout without fill, tap and decap cells):
family                 after synthesis  after routing
flip-flops                          32             32
XOR/XNOR                            62             62
buffers and inverters               10             54
AND/OR/NAND/NOR                     29             29
AND-OR/OR-AND                       40             40
No activity file was given, so power comes from the tool's default toggle rates.
