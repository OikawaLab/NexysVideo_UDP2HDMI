`flow/run.sh`:
```
#!/bin/bash
# OpenROAD 26Q1-2900-gdf79404cd8, Yosys 0.63+post, stock flow scripts
make -C /OpenROAD-flow-scripts/flow DESIGN_CONFIG=/design/flow/config.mk WORK_HOME=/design/flow/orfs finish
```
`flow/config.mk`:
```
export PLATFORM = sky130hd
export DESIGN_NAME = ARP
export DESIGN_NICKNAME = ARP
export VERILOG_FILES = /design/flow/design.v
export SDC_FILE = /design/flow/constraint.sdc
export NUM_CORES = 4
export LEC_CHECK = 1
export CORE_UTILIZATION = 40
```
`flow/constraint.sdc`:
```
current_design ARP

set clk_period 7.9
set clk_io_pct 0.2

create_clock -name clk0 -period $clk_period [get_ports {eth_rxck}]

set non_clock_inputs [all_inputs -no_clocks]
set_input_delay [expr $clk_period * $clk_io_pct] -clock clk0 $non_clock_inputs
set_output_delay [expr $clk_period * $clk_io_pct] -clock clk0 [all_outputs]
```
`flow/design.v`:
```
`timescale 1ns / 1ps
`timescale 1ns / 1ps
module ARP(
    input eth_rxck,
    input rst_rx,
    input start_i,
    input [47:0] myMAC_i,
    input [31:0] myIP_i,
    input [47:0] DstMAC_i,
    input [31:0] DstIP_i,
    output reg [8:0] rarp_o
    );
    parameter Idle      =  4'h0;    
    parameter Tx_Ready  =  4'h1;    
    parameter Tx        =  4'h2;    
    parameter Tx_End    =  4'h3;    
    reg [3:0]   st;                     
    reg [3:0]   nx;                     
    reg [3:0]   rdy_cyc;
    reg [7:0]   go_cyc;
    reg [3:0]   end_cyc;
    wire        s_rdy_done;
    wire        s_go_done;
    wire        s_end_done;
    always_ff @(posedge eth_rxck) begin
            if (rst_rx) st <= Idle;
            else        st <= nx;
    end
    always_comb begin
        nx = st;
        case(st)
            Idle : if(start_i) nx = Tx_Ready;
            Tx_Ready : if(s_rdy_done) nx = Tx;
            Tx : if(s_go_done) nx = Tx_End;
            Tx_End : if(s_end_done) nx = Idle;
            default : nx = Idle;
        endcase
    end
   always @(posedge eth_rxck) begin
       if(st==Idle)             rdy_cyc <= 4'd0;
       else if(st==Tx_Ready)    rdy_cyc <= rdy_cyc + 4'd1;
       else if(st==Tx_End)      rdy_cyc <= 4'd0;
    end
    assign s_rdy_done = (rdy_cyc==4'd2);
    always @(posedge eth_rxck) begin
       if(st==Idle)       end_cyc <= 4'd0;
       else if(st==Tx_End) end_cyc <= end_cyc + 4'd1;
    end
    assign s_end_done = (end_cyc==4'd4);    
    parameter HTYPE = 16'h00_01;                                
    parameter PTYPE = 16'h08_00;                                
    parameter HLEN = 8'h06;                                     
    parameter PLEN = 8'h04;                                     
    parameter OPER = 16'h00_02;                                 
    reg [7:0] TXBUF [63:0];
    integer i;
    always_ff @(posedge eth_rxck)begin
        if(st==Tx_Ready)begin
            {TXBUF[0],TXBUF[1],TXBUF[2],TXBUF[3],TXBUF[4],TXBUF[5]} <= DstMAC_i;
            {TXBUF[6],TXBUF[7],TXBUF[8],TXBUF[9],TXBUF[10],TXBUF[11]} <= myMAC_i;  
            {TXBUF[12],TXBUF[13]} <= 16'h08_06;
            {TXBUF[14],TXBUF[15]} <= HTYPE;
            {TXBUF[16],TXBUF[17]} <= PTYPE;
            {TXBUF[18],TXBUF[19]} <= {HLEN,PLEN};
            {TXBUF[20],TXBUF[21]} <= OPER;
            {TXBUF[22],TXBUF[23],TXBUF[24],TXBUF[25],TXBUF[26],TXBUF[27]} <= myMAC_i;  
            {TXBUF[28],TXBUF[29],TXBUF[30],TXBUF[31]} <= myIP_i;                       
            {TXBUF[32],TXBUF[33],TXBUF[34],TXBUF[35],TXBUF[36],TXBUF[37]} <= DstMAC_i;
            {TXBUF[38],TXBUF[39],TXBUF[40],TXBUF[41]} <= DstIP_i;
            for(i=42;i<60;i=i+1)begin
               TXBUF[i] <= 0;
            end
            {TXBUF[60],TXBUF[61],TXBUF[62],TXBUF[63]} <= 32'h01_02_03_04;    
        end
        else if(st==Idle) begin
            for(i=0;i<8'd64;i=i+1) TXBUF[i] <= 0;
        end
    end
    always_ff @(posedge eth_rxck)begin
        if(st==Tx)          go_cyc <= go_cyc + 8'd1;
        else if(st==Idle)   go_cyc <= 0;
    end
    assign s_go_done = (go_cyc==8'd63);
    always_ff @(posedge eth_rxck)begin
        if(st==Tx)  rarp_o[7:0] <= TXBUF[go_cyc];
        else        rarp_o[7:0] <= 8'h77;    
    end
    always_ff @(posedge eth_rxck)begin
        if(st==Tx) begin
            if(go_cyc < 8'd60)  rarp_o[8] <= 1'b1;
            else                rarp_o[8] <= 1'b0;
        end
        else                    rarp_o[8] <= 1'b0;
    end
endmodule
```
==> impl_metrics.csv <==
group,metric,value,unit
clocking,h-tree-depth,4,
timing,period_used_share,38.4,%
clocking,cts.sinks,190,
drt,drc,0,
clocking,ctsResizeCount,0,
yosys,async_flop_share,0,%
timing,rsz0062_at_grt,"false",
yosys,netlist_instances,685,
grt,grt_start_max_net_pins,94,
critical_path,r2r_start,"go_cyc[3]",
pwr,p_int,1.76,mW
yosys,synth-edff-count,168,
finish,syn_to_final_growth,28.5,%
drt,drt-pass1-iter-count,5,
yosys,ff_type,"edfxtp_1",
pwr,pwr-share-comb,8.8,%
critical_path,path_class,"reg -> reg",
drt,via_per_inst,5.20,
clocking,clk_latency,420,ps
floorplanning,die_x,150,um
critical_path,worst_ep_required_time,8250,ps
critical_path,end_kind,"flop",
timing,fin_tns_setup,0,ps
yosys,ys_seq_share,63.0,%
hold_path,min_to,"rarp_o[4]",
timing,fin_skew,9.57,ps
drt,antenna_cells,0,
yosys,ys_cells,685,
timing,maxSlewHeadroom,37.5,%
hold_path,hold_path_depth,2,
grt,overflow,0,
hold_path,worstHoldStart,"TXBUF[38][4]",
critical_path,path_max_fanout,30,
floorplanning,rows,53,
clocking,cts_buffer_depth,2,
clocking,cts-root-buf,"clkbuf_16",
floorplanning,die_area,22400,um2
drt,num_vias,5828,
grt,grtUsageTotal,20.1,%
yosys,netlist_area,8700,um2
placed_design,port_buffers,171,
critical_path,rr_worst_depth,6,
timing,whs,510,ps
pwr,ir_drop,143,uV
floorplanning,coreArea,21200,um2
yosys,yosysChipArea,8700,um2
clocking,hold_buffers,0,
drt,wl_per_cell,18.5,um
timing,finalHoldViolCount,0,
yosys,yosysWarnings,2,
placed_design,gp_congestion,0.854,
drt,first_iter_violations,395,
timing,fmax,0.330,GHz
clocking,cts_buffers,17,
pwr,power_switching,0.522,mW
critical_path,crit_arrival,3380,ps
timing,worstMarginPinSlew,937,ps
yosys,syn_avg_cell_area,12.7,um2
grt,grt_pass1_wl,31500,um
run,max_cap_viol_count,0,
placed_design,placed_cells_incl_taps,1088,
yosys,synth_cell_type_count,61,
timing,min_period,3030,ps
floorplanning,die_height,150,um
yosys,synth_flops,190,
finish,layout.cells.non_filler,1120,
pwr,pwr-share-clk,37.1,%
drt,ant_nets,0,
pwr,cellPowerDensity,204,nW/um2
floorplanning,io_pins,172,
critical_path,startpoint_type,"flop",
clocking,cts_tree,"done",
run,warnings,32,
grt,grt_pass1_vias,5892,
placed_design,dp_hpwl,15100,um
timing,setup_viol,0,
floorplanning,initCoreUtil,41.1,%
pwr,p_leak,4.10,nW
timing,slew_viol_final,0,
clocking,path_clk_slew,70,ps
run_status,run_status,"finished, final reports clean",
finish,drive_gt1_share,6.63,%
drt,wirelength,20800,um
pwr,pwr-share-seq,54.1,%
critical_path,timing.rr.end,"rarp_o[3]",
hold_path,hp-class,"reg -> reg",
pwr,sw_frac_of_total,22.9,%
critical_path,rrSetupSlack,4870,ps
grt,antenna_found_initial,0,
clocking,post-cts-setup-buffer-count,0,
layer usage:
metal  share of wire (%)  up-vias  track usage [%]
met5                   0        -                0
met3                 9.0       24             6.58
met4                 2.0        0             3.93
li1                    -     2820                -
met1                  41     2731             30.1
met2                  48      253             30.8
cells by family (layout without fill, tap and decap cells):
logic type / count (synthesis) / in the layout / synth area share (%)
simple gates: 293 / 293 / 20.2
flops: 190 / 190 / 63.0
compound gates: 116 / 116 / 10.4
buf+inv: 61 / 221 / 3.23
fa+ha+maj: 10 / 10 / 1.44
xor+xnor: 8 / 8 / 0.805
mux: 7 / 7 / 0.920
cell type report:
type | count | area (um2)
clock buffer | 17 | 425
tap | 275 | 344
clock inverter | 15 | 175
inverter | 9 | 33.8
sequential | 190 | 5490
timing repair buffer | 180 | 1780
multi-input combinational | 434 | 2940
fill | 1721 | 9970
per-stage QoR:
stage	instance area, um2	worst slack (ps)	utilization (%)	total power [mW]
3_5_place_dp	10600	4910	50.0	1.46
4_1_cts	11200	4880	52.9	2.30
6_report	11200	4870	52.9	2.28
5_1_grt	11200	4650	52.9	2.36
3_3_place_gp	10600	5040	50.0	1.45
2_1_floorplan	8700	4610	-	1.34
sequential cells by signal, summed over array words and instances (netlist names):
| name | cells |
|---|---|
| end_cyc | 4 |
| rarp_o | 9 |
| TXBUF | 161 |
| go_cyc | 8 |
| st | 4 |
| rdy_cyc | 4 |
worst max-delay path by stage:
| stage | depth (start not counted) | end | from | slack [ps] |
|---|---|---|---|---|
| 4_1_cts | 6 | rarp_o[3] | go_cyc[3] | 4880 |
| 5_1_grt | 6 | rarp_o[3] | go_cyc[3] | 4650 |
| 6_report | 6 | rarp_o[3] | go_cyc[3] | 4870 |
cell usage in the layout, fill, tap and decap left out, types with 13 or more instances in the layout:
| master | n |
|---|---|
| edfxtp_1 | 168 |
| nor2_1 | 20 |
| a22o_1 | 17 |
| clkdlybuf4s50_1 | 171 |
| clkbuf_16 | 17 |
| nand4_1 | 14 |
| a22oi_1 | 46 |
| dfxtp_1 | 21 |
| and2_1 | 171 |
| nand3_1 | 13 |
| nand2_1 | 31 |
power by group through the flow:
stage | logic [mW] | clock network (mW) | registers [mW]
finish | 0.201 | 0.846 | 1.23
global route | 0.219 | 0.902 | 1.24
CTS | 0.204 | 0.864 | 1.23
Yosys cell counts (3+ instances only):
master    count  area share (%)
a21boi_0      3            0.26
a21oi_1       7            0.40
a221oi_1      6            0.60
a222oi_1      3            0.35
a22o_1       17             1.7
a22oi_1      46             4.0
a32oi_1       3            0.30
and2_1      171              12
buf_2         8            0.46
buf_4         3            0.26
buf_6         4            0.52
clkbuf_1     36             1.6
dfxtp_1      22             5.1
edfxtp_1    168              58
ha_1         10             1.4
inv_1         9            0.39
mux2_2        3            0.39
nand2_1      31             1.3
nand2b_1      3            0.22
nand3_1      13            0.75
nand4_1      14             1.0
nand4b_1      3            0.30
nor2_1       20            0.86
nor2b_1       9            0.65
nor3_1        5            0.29
nor3b_1       3            0.26
o21ai_0      11            0.63
xnor2_1       5            0.50
xor2_1        3            0.30
worst max-delay path, stage by stage, from the launching register on:
cell and delay [ps]:
edfxtp_1 970, nor2b_1 790, and3_1 580, a22oi_1 160, nand4_1 220, nor2_1 80
a21boi_1 150
Power and IR drop assume default switching activity.
