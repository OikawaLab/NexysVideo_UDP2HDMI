===== flow/config.mk =====
export PLATFORM = sky130hd
export DESIGN_NAME = checksum
export DESIGN_NICKNAME = checksum
export VERILOG_FILES = /design/flow/design.v
export SDC_FILE = /design/flow/constraint.sdc
export NUM_CORES = 4
export LEC_CHECK = 1
export CORE_AREA = 10 10 111 111
export DIE_AREA = 0 0 121 121

===== flow/run.sh =====
#!/bin/bash
# OpenROAD 26Q1-2900-gdf79404cd8, Yosys 0.63+post, stock flow scripts
make -C /OpenROAD-flow-scripts/flow DESIGN_CONFIG=/design/flow/config.mk WORK_HOME=/design/flow/orfs finish

===== flow/design.v =====
`timescale 1ns / 1ps
module checksum(
    clk_i,
    d,
    data_en,
    rst,
    csum_o
    );
    input           clk_i;
    input [7:0]     d;
    input           data_en;
    input           rst;
    output [15:0]   csum_o;
    reg [1:0] d_data_en;
    always_ff @(posedge clk_i)begin
        d_data_en <= {d_data_en[0],data_en};
    end  
    reg d_clk;
    always_ff @(posedge clk_i)begin
        if(d_data_en[0])   d_clk <= ~d_clk;
        else               d_clk <= 0;
    end
    reg [16:0] buffer;
    always_ff @(posedge clk_i)begin
        buffer <= {1'b0,buffer[7:0],d};
    end
    (*dont_touch="true"*)reg [16:0] sum_17;
    always_ff @(posedge clk_i)begin
        if(rst) sum_17 <= 17'b0;
        else if(d_data_en[0])begin
            if (d_clk) begin
                sum_17 = sum_17 + buffer;
                sum_17 = sum_17[15:0] + sum_17[16];
            end
        end
        else sum_17 <= 17'b0;
    end
    assign csum_o = sum_17[15:0] ^ 16'hFF_FF;
endmodule

===== flow/constraint.sdc =====
current_design checksum

set clk_period 8.3
set clk_io_pct 0.2

create_clock -name clk0 -period $clk_period [get_ports {clk_i}]

set non_clock_inputs [all_inputs -no_clocks]
set_input_delay [expr $clk_period * $clk_io_pct] -clock clk0 $non_clock_inputs
set_output_delay [expr $clk_period * $clk_io_pct] -clock clk0 [all_outputs]

==> results_slide.txt <==
Key Metrics from the Run

Run status
  – Status: completed

Yosys
  – Synth top area cells: dfxtp_1 30%, ha_1 9.6%, xnor2_1 5.2%, a211oi_1 3.8%, nor2_1 3.8%
  – Most common cell in the netlist: dfxtp_1
  – Yosys aoi share: 0.2693
  – Yosys warning count: 1
  – Synth cell count leaders: 35 x dfxtp_1, 24 x nor2_1, 22 x inv_1
  – Cell Type Count: 60
  – Comb area leader: AND-OR/OR-AND gates
  – Synth Area in XOR/XNOR: 0.08178
  – Seq cells post-synth: 35
  – Top cell type's share of synthesized area: 0.2974
  – Post-Syn Instances: 269
  – Register share after synthesis: 0.2974
  – Flip-flops with a built-in enable: 0
  – Leading area contributor after synthesis: dfxtp_1
  – Async set-reset flop share out of synthesis: 0
  – Cell area after synthesis: 2356 um^2
  – Simple share: 0.1832
  – Syn_area_per_cell: about 9 um^2
  – Yosys cell count: 269
  – Main synth FF type: dfxtp_1
  – Mux share: 0.008497
  – Adder Area Share: 0.1041
  – Yosys stat chip area: between 2000 and 2500 um^2

Setup path
  – CP startpoint: buffer[0]
  – Critical setup path kind: flip-flop to flip-flop
  – Startpoint types: flip-flop
  – Crit path largest cell delay: roughly 0.55 ns
  – Slowest-stage cell, CP: a2111oi_0
  – Critical path arrival: approximately 5.0 ns
  – R2R Path Start: buffer[0]
  – Crit. End Element: flip-flop
  – Crit Path Max Fanout: 4
  – Crit path required time: between 8 and 9 ns
  – Crit-path cells: ha_1 -> fa_1 -> a21o_2 -> a2111oi_4 -> o211ai_1 -> and3_1 -> o21a_1 -> nor2_1 -> xnor2_1 -> ha_1 -> nand2_1 -> a2111oi_0 -> o211a_1 -> o2111ai_1 -> nor4_1 -> a2111o_1 -> o211ai_1

Pwr
  – Leak Pwr: 1.114 nW
  – Peak VDD IR: 0.07064 mV
  – PD cells: 154.4 nW/um^2

Floorplan
  – Die width: 121 um
  – Rows: 36
  – I/O pins: 27
  – CORE AREA: 9864 um^2
  – Die ar.: 14640 um^2
  – Chip height: 121 um
  – Core Density at Floorplan: 0.2388

Route
  – Routed Antenna Nets: 0
  – DR vias/cell: 4.804
  – # DRC: 0
  – Iteration-0 DRC Markers: between 100 and 150
  – Antenna diodes: 0
  – DR pass1 iterations: 4
  – Routed WL per cell: 14.03 um
  – Routed vias: 2061
  – Post-Route WL: 6019 um

STA
  – Post-layout min period: 4.823 ns
  – # setup viols final: 0
  – Final Max Tran Viols: 0
  – Final setup margin: roughly 3.5 ns
  – Worst hold margin: 0.3627 ns
  – Post-layout period usage: 0.5811
  – RSZ-0062 raised after global routing: no
  – Clock skew: 0.002695 ns
  – Final Hold Viols: 0
  – Setup TNS Final: 0 ns
  – Worst Max-Slew Pin Slew: 0.7543 ns
  – Rel. slew slack: 0.4928
  – Fmax: 207.3 MHz

Worst hold path
  – Hold Startpoint: buffer[3]
  – Hold Crit Class: flip-flop to flip-flop

Placement
  – Cells after DPL: 421
  – Port Buffer Count: 26
  – GP Congestion: 0.8945
  – Placement Setup Slack: roughly 3.6 ns
  – Post-DP HPWL: 4749 um

CTS
  – CTS buffer count: 5
  – CTS tree: done
  – Bufs on Longest Clock Path: 2
  – Num Clock Sinks: 35
  – Setup bufs post-CTS: 0
  – Root Driver: clkbuf_8
  – Clock latency on the worst-skew pair: roughly 0.28 ns
  – Hold buffer count at CTS: 0
  – Reg clk slew, reported paths: 0.07 ns
  – H-tree Lvls: 2
  – Resize count post-CTS: 0

Final layout
  – Area growth syn-to-layout: 21.45%
  – Share of post-route cells with drive strength above 1: 0.08784
  – Post-route insts no fill: 429
  – # fillers: approximately 1000

GRT
  – Vias in the first global route: 2056
  – Largest net degree at the start of global routing: 32
  – Antenna violations before repair: 0
  – GRT Util Overall: 0.08241
  – Total gr overflow: 0
  – First-pass GRT wire length: 10050 um

Flow run
  – Maxcap violations: 0
  – Tool Warnings: 26
## cell families (layout without fill, tap and decap cells)
family,Yosys count,count (layout)
AOI/OAI and AO/OA,81,81
and+or+nand+nor,79,79
DFF,35,35
buffers and inverters,31,58
xor gates and xnor gates,22,22
adders and majority gates,19,19
muxes,2,2
## critical path, delay by kind of cell (launching register included)
family	cells	cell delay [ns]
AOI/OAI and AO/OA	9	2.35
DFF	1	0.32
xor gates and xnor gates	1	0.19
adders and majority gates	3	0.98
and+or+nand+nor	4	0.86
## per-layer routing
layer	vias to the layer above	global-route usage	part of all wire	wire [um]
met5	-	0	0	0
met4	0	0.009050	0.0078	47
met3	4	0.01559	0.054	324
met2	51	0.1361	0.47	2822
met1	961	0.1130	0.47	2825
li1	1045	-	-	-
## placed cells by master (no fill, tap or decap), types with 3 or more instances in the layout
cell type / instances
a2111oi_0: 4
a211o_1: 3
a21o_1: 6
inv_1: 22
clkdlybuf4s50_1: 26
a211oi_1: 12
nand4_1: 3
nor2b_1: 3
o211ai_1: 3
nand2_1: 13
clkbuf_8: 5
xor2_1: 8
ha_1: 18
and2_1: 4
o21a_1: 5
o21ai_0: 7
nor2_1: 24
o2111ai_1: 4
xnor2_1: 14
a21oi_1: 11
nor3_1: 7
a2111o_1: 3
nand3_1: 8
dfxtp_1: 35
## final timing paths
check	end	cells past startpoint	slack (ns)
max	sum_17[13]	17	3.48
min	buffer[11]	0	0.36
max reg2reg	sum_17[13]	17	3.48
min reg2reg	buffer[11]	0	0.36
## area by class of cell
class / instances / area (um^2) / share of cell area
clock buffer: 5 / 68.82 / 0.02405
clock inverter: 3 / 43.79 / 0.01530
inverter: 22 / 82.58 / 0.02886
multi-input combinational: 203 / 1524 / 0.5326
sequential: 35 / 700.7 / 0.2449
tap: 133 / 166.4 / 0.05816
timing repair buffer: 28 / 275.3 / 0.09620
## power breakdown
| group | total [W] | internal, W | switching [W] |
|---|---|---|---|
| Sequential | 0.000182 | 0.000176 | 0.00000617 |
| Combinational | 0.000106 | 0.0000468 | 0.0000597 |
| Clock | 0.000153 | 0.0000894 | 0.0000637 |
| Total | 0.000442 | 0.000312 | 0.000130 |
## sequential cells by signal (all words and copies together), names as in the netlist
register	flops
buffer	16
sum_17	17
d_data_en	1
d_clk	1
## metrics by stage
stage / util / instance area (um^2) / total power [W]
2_1_floorplan: - / 2356 / 0.0002625
3_3_place_gp: 0.2787 / 2749 / 0.0002924
3_5_place_dp: 0.2787 / 2749 / 0.0002925
4_1_cts: 0.2901 / 2861 / 0.0004481
5_1_grt: 0.2901 / 2861 / 0.0004678
6_report: 0.2901 / 2861 / 0.0004419
Power is estimated from default activity; no workload was simulated.
